[/design/flow/design.v]
module timerModule(
	input csi_clk,
	input rsi_reset_n,
	input avs_s0_write,
	input avs_s0_read,
	input[1:0] avs_s0_address,
	input[31:0] avs_s0_writedata,
	output reg[31:0] avs_s0_readdata
);
localparam LEN = 4;
wire rst = 0;
wire tick;
tim_tickGen tG(.clk(csi_clk),
					.rst(rst),
					.tick(tick)
);
reg[31:0] f_tim[LEN - 1:0];
reg[31:0] n_tim[LEN - 1:0];
integer n = 0;
always@(posedge csi_clk or posedge rst)
	if(rst)begin
		for(n=0;n<LEN;n = n + 1) f_tim[n] <= 0;
	end else
	begin
		for(n=0;n<LEN;n = n + 1) f_tim[n] <= n_tim[n];
	end
always@(*)begin
	avs_s0_readdata = 0;
	if(avs_s0_read)begin
		avs_s0_readdata = f_tim[avs_s0_address];
	end
end
always@(*)begin
	for(n = 0; n < LEN ; n = n + 1) begin
		n_tim[n] = f_tim[n];
		if(tick) n_tim[n] = f_tim[n] + 1;
	end
	if(avs_s0_write)begin
		n_tim[avs_s0_address] = avs_s0_writedata;
	end
end
endmodule
module tim_tickGen#
(
	parameter MAX_TIM = 50
)(
	input clk,
	input rst,
	output reg tick
);
reg[15:0] f_tim;
reg[15:0] n_tim;
always@(posedge clk or posedge rst)
	if(rst) f_tim <= 0;
	else f_tim <= n_tim;
always@(*)begin
	n_tim = f_tim + 1;
	tick = 0;
	if(f_tim == MAX_TIM) begin
		tick = 1;
		n_tim = 0;
	end
end
endmodule
[/design/flow/run.sh]
#!/bin/bash
# OpenROAD 26Q1-2900-gdf79404cd8, Yosys 0.63+post, stock flow scripts
make -C /OpenROAD-flow-scripts/flow DESIGN_CONFIG=/design/flow/config.mk WORK_HOME=/design/flow/orfs finish
[/design/flow/config.mk]
export PLATFORM = sky130hd
export DESIGN_NAME = timerModule
export DESIGN_NICKNAME = timerModule
export VERILOG_FILES = /design/flow/design.v
export SDC_FILE = /design/flow/constraint.sdc
export NUM_CORES = 4
export LEC_CHECK = 1
export CORE_UTILIZATION = 50
[/design/flow/constraint.sdc]
current_design timerModule

set clk_period 6.6
set clk_io_pct 0.2

create_clock -name clk0 -period $clk_period [get_ports {csi_clk}]

set non_clock_inputs [all_inputs -no_clocks]
set_input_delay [expr $clk_period * $clk_io_pct] -clock clk0 $non_clock_inputs
set_output_delay [expr $clk_period * $clk_io_pct] -clock clk0 [all_outputs]
==> changes_impl.md <==
### Physical design

* OpenROAD warnings at 28
* Critical path required time at approximately 5.3 ns
* Drc violations at 0
* Pre-Place Util at 51.89%
* Outcome: complete, no violations
* Chip area in the Yosys report at around 8400 sq um
* Final hold violations at 0
* Startpoint types: primary input
* Synth Seq Share at about a third
* Final period util at between 70% and 80%
* Arrival @ worst endpoint at approximately 3.5 ns
* Skew final at 0.008359 ns
* Share of layout cells above drive strength 1 at 8.929%
* DR iter-0 viols at about 440
* Top cell excl fill/tap: dfxtp_1
* Routed vias/inst at about 5.9
* Core Footprint at between 15000 and 20000 sq um
* Yosys stat cell total at ~1000
* Root buffer cell: clkbuf_16
* Hold Buf Count CTS at 0
* Antenna cells at 0
* RR Endpoint: f_tim[2][31]
* Post-synth regs at between 100 and 150
* Top Layout Cells: 144 x dfxtp_1, 107 x nor2_1, 98 x xnor2_1, 96 x nand2_1, 68 x a21oi_1
* Critical Path Sink Type: output port
* First-pass GRT wire length at 38980 um
* Num ports at ~70
* DP HPWL at between 15000 and 20000 um
* Hold depth at 1
* Distinct lib cells at approximately 40
* Routability cong. at 0.9153
* CP Max Fanout at 23
* Pin count of the biggest net entering global routing at 38
* Largest delay share family, worst path: buffers and inverters
* Antenna-violating nets left at 0
* Post-layout min period at about 4.8 ns
* Syn Area/Cell at around 8.3 sq um
* Average routed wire per standard cell at around 19 um
* Min-Delay Path Class: reg -> reg
* Slew @ Worst Pin at between 0.8 and 0.9 ns
* R2R Path Start: tG.f_tim[4]
* Post-CTS resize count at 0
* Final Max Slew Viols at 0
* Min-Delay Endpoint: tG.f_tim[0]
* Initial antenna violation count at 0
* Crit-path slowest cell: buf_2
* Worst Reg-to-Reg Cells at 6
* Crit path kind: in -> out
* Port bufs at 68
* Clock sinks at 144
* Cell Pwr Density at around 280 nW/um^2
* Setup Viol. Count Final at 0
* WL final at around 25000 um
* DIE HEIGHT at approximately 130 um
* Relative slew margins at approximately two fifths
* Area Overhead vs Synth at 17.09%
* CP cell instances: buf_2 -> buf_4 -> mux4_2 -> and2_1 -> clkdlybuf4s50_1
* Max Cap Viol at 0
* R2R Setup Slk at 3.58 ns
* Pre-CTS setup slack at between 1.5 and 2 ns
* Maximum vdd drop at around 0.19 mV
* Cells after Synth at between 1000 and 1500
* Die Wd at approximately 130 um
* CTS H-tree lvls at 4
* Setup WS post-layout at between 1.5 and 2 ns
* Vias in the first global route at between 6000 and 7000
* CTS tree: done
* Worst-Skew Late Latency at between 0.4 and 0.5 ns
* Setup TNS at 0 ns
* Synth Warn # at 4
* WP buf/inv at 3
* Fmax at ~210 MHz
* Die area at 17250 sq um
* Delay of the slowest critical-path stage at ~0.55 ns
* Cell Area, Synth at 8363 sq um
* Clock buffer depth at 2
* Vias at 7609
* RSZ-0062 raised after global routing: false
* Lkg Pwr at 3.282 nW
* HP Start: tG.f_tim[0]
* Total CTS buffers at 17
* Initial DRT Pass Iterations at 5
* GRT overflow at 0
* Post-CTS setup buffers at 0
* Clock Pin Slew Worst Setup and Hold Paths at approximately 0.06 ns
* Total GRT Usage at a little under a third
* Row Count at 46
==> synth_stat cells, drive strengths merged <==
cell type / instances / share of area (%)
a21oi: 68 / 4.1
or4bb: 1 / 0.13
o21ai: 48 / 2.9
dfxtp: 144 / 34
or4: 12 / 1.1
buf: 11 / 0.55
and3: 18 / 1.3
o21a: 2 / 0.18
or3b: 2 / 0.21
a31oi: 20 / 1.5
or3: 16 / 1.2
nor3b: 2 / 0.18
mux4: 32 / 8.6
nand2: 96 / 4.3
xor2: 22 / 2.3
nor4bb: 1 / 0.12
nor4b: 1 / 0.10
nand3b: 1 / 0.090
and4: 15 / 1.6
nand4: 39 / 3.1
ha: 6 / 0.90
and2: 36 / 2.7
nand3: 52 / 3.2
and4bb: 1 / 0.15
xnor2: 98 / 10
o31a: 2 / 0.21
nor2: 108 / 4.8
nand4b: 1 / 0.10
o31ai: 6 / 0.54
nor3: 32 / 1.9
or2: 2 / 0.15
clkbuf: 52 / 2.3
nor4: 49 / 4.0
inv: 16 / 0.72
==> worst max path at each step <==
stage / start / to / slack (ns) / depth (start not counted)
CTS: avs_s0_address[0] / avs_s0_readdata[26] / 1.77 / 5
finish: avs_s0_address[0] / avs_s0_readdata[26] / 1.80 / 5
global route: avs_s0_address[0] / avs_s0_readdata[26] / 1.62 / 5
==> flip-flops by register name, indices dropped and copies added (netlist names) <==
register and count:
tG.f_tim 16, f_tim 128
==> stage by stage <==
| stage | std cells | hold slack, ns | util, % | area [sq um] | power, mW |
|---|---|---|---|---|---|
| 6_report | 1280 | 0.4927 | 60.76 | 9792 | 2.704 |
| 5_1_grt | 1280 | 0.5056 | 60.76 | 9792 | 2.835 |
| 4_1_cts | 1280 | 0.4822 | 60.76 | 9792 | 2.714 |
| 3_5_place_dp | 1248 | 0.4667 | 57.01 | 9188 | 1.724 |
| 3_3_place_gp | 1248 | 0.4589 | 57.01 | 9188 | 1.720 |
| 2_1_floorplan | 1012 | 0.4373 | - | 8363 | 1.513 |
==> report_power, final <==
| part | total [mW] | internal, mW | switching (mW) |
|---|---|---|---|
| Sequential | 1.21 | 1.01 | 0.195 |
| Combinational | 0.506 | 0.297 | 0.209 |
| Clock | 0.989 | 0.605 | 0.384 |
| Total | 2.70 | 1.92 | 0.789 |
==> routing by layer <==
| layer | global-route usage, % | up-vias | share of wire [%] |
|---|---|---|---|
| li1 | - | 3738 | - |
| met5 | 0 | - | 0 |
| met3 | 7.789 | 29 | 7.0 |
| met1 | 47.44 | 3599 | 46 |
| met4 | 5.039 | 0 | 1.8 |
| met2 | 44.83 | 243 | 45 |
==> cell type report <==
cell class,instances,area (sq um)
Fill cell,1428,6324
Inverter,16,60.06
Multi-Input combinational cell,789,5191
Clock buffer,19,442.9
Tap cell,216,270.3
Sequential cell,144,2883
Timing Repair Buffer,83,783.3
Clock inverter,13,161.4
==> logic make-up after synthesis <==
| kind of cell | after synthesis | share of synthesized area [%] |
|---|---|---|
| muxes | 32 | 8.618 |
| DFF | 144 | 34.47 |
| adders and majority gates | 6 | 0.8976 |
| and+or+nand+nor | 485 | 30.48 |
| AOI/OAI and AO/OA | 146 | 9.366 |
| buffers and inverters | 79 | 3.606 |
| xor gates and xnor gates | 120 | 12.57 |
Power and IR drop assume default switching activity.
