### run.sh
#!/bin/bash
# OpenROAD 26Q1-2900-gdf79404cd8, Yosys 0.63+post, stock flow scripts
make -C /OpenROAD-flow-scripts/flow DESIGN_CONFIG=/design/flow/config.mk WORK_HOME=/design/flow/orfs finish
### config.mk
export PLATFORM = sky130hd
export DESIGN_NAME = segmentDisplay
export DESIGN_NICKNAME = segmentDisplay
export VERILOG_FILES = /design/flow/design.v
export SDC_FILE = /design/flow/constraint.sdc
export NUM_CORES = 4
export LEC_CHECK = 1
export CORE_UTILIZATION = 50
### constraint.sdc
current_design segmentDisplay

set clk_period 3.0
set clk_io_pct 0.2

create_clock -name clk0 -period $clk_period [get_ports {csi_clk}]

set non_clock_inputs [all_inputs -no_clocks]
set_input_delay [expr $clk_period * $clk_io_pct] -clock clk0 $non_clock_inputs
set_output_delay [expr $clk_period * $clk_io_pct] -clock clk0 [all_outputs]
### design.v
module display_sD_avalon_interface #(
	parameter LEN = 4,
	parameter CHAR_LEN = 6
)(
	input csi_clk,
	input rsi_reset_n,
	input avs_s0_write,
	input avs_s0_read,
	input[3:0] avs_s0_address,
	input[31:0] avs_s0_writedata,
	output reg[31:0] avs_s0_readdata,
	output[CHAR_LEN - 1:0] number1,
	output[CHAR_LEN - 1:0] number2,
	output[CHAR_LEN - 1:0] number3,
	output[CHAR_LEN - 1:0] number4,
	output dot1,
	output dot2,
	output dot3,
	output dot4,
	output[2:0] light1,
	output[2:0] light2,
	output[2:0] light3,
	output[2:0] light4,
	output ena
);
reg[CHAR_LEN - 1:0] f_numbers[LEN - 1:0];
reg[CHAR_LEN - 1:0] n_numbers[LEN - 1:0];
reg f_dot[LEN - 1:0];
reg n_dot[LEN - 1:0];
reg[2:0] f_light[LEN - 1:0];
reg[2:0] n_light[LEN - 1:0];
reg f_ena;
reg n_ena;
integer n = 0;
always@(posedge csi_clk or posedge rsi_reset_n)
	if(rsi_reset_n)begin
		for(n=0;n< LEN; n = n + 1) begin
			f_numbers[n] <= 0;
			f_dot[n] <= 0;
			f_light[n] <= 0;
		end
		f_ena <= 0;
	end else
	begin
		for(n=0;n< LEN; n = n + 1) begin
			f_numbers[n] <= n_numbers[n];
			f_dot[n] <= n_dot[n];
			f_light[n] <= n_light[n];
		end
		f_ena <= n_ena;
	end
always@(*)begin
	avs_s0_readdata = 0;
	if(avs_s0_read) begin
		case(avs_s0_address)
			4'd0: avs_s0_readdata = 32'd64;
			4'd1: avs_s0_readdata = f_numbers[0];
			4'd2: avs_s0_readdata = f_numbers[1];
			4'd3: avs_s0_readdata = f_numbers[2];
			4'd4: avs_s0_readdata = f_numbers[3];
			4'd5: avs_s0_readdata = f_dot[0];
			4'd6: avs_s0_readdata = f_dot[1];
			4'd7: avs_s0_readdata = f_dot[2];
			4'd8: avs_s0_readdata = f_dot[3];
			4'd9: avs_s0_readdata = f_ena;
			4'd11: avs_s0_readdata = f_light[0];
			4'd12: avs_s0_readdata = f_light[1];
			4'd13: avs_s0_readdata = f_light[2];
			4'd14: avs_s0_readdata = f_light[3];
			default: avs_s0_readdata = 32'hFFFFFFFF;
		endcase
	end
end
always@(*)begin
	n_ena = f_ena;
	for(n=0;n< LEN; n = n + 1) begin
		n_numbers[n] = f_numbers[n];
		n_dot[n] = f_dot[n];
		n_light[n] = f_light[n];
	end
	if(avs_s0_write)begin
		case(avs_s0_address)
			4'd1: n_numbers[0] = avs_s0_writedata;
			4'd2: n_numbers[1] = avs_s0_writedata;
			4'd3: n_numbers[2] = avs_s0_writedata;
			4'd4: n_numbers[3] = avs_s0_writedata;
			4'd5: n_dot[0] = avs_s0_writedata;
			4'd6: n_dot[1] = avs_s0_writedata;
			4'd7: n_dot[2] = avs_s0_writedata;
			4'd8: n_dot[3] = avs_s0_writedata;
			4'd9: n_ena = avs_s0_writedata;
			4'd11: n_light[0] = avs_s0_writedata;
			4'd12: n_light[1] = avs_s0_writedata;
			4'd13: n_light[2] = avs_s0_writedata;
			4'd14: n_light[3] = avs_s0_writedata;
			default:;
		endcase
	end
end
assign number1 = f_numbers[0];
assign number2 = f_numbers[1];
assign number3 = f_numbers[2];
assign number4 = f_numbers[3];
assign dot1 = f_dot[0];
assign dot2 = f_dot[1];
assign dot3 = f_dot[2];
assign dot4 = f_dot[3];
assign light1 = f_light[0];
assign light2 = f_light[1];
assign light3 = f_light[2];
assign light4 = f_light[3];
assign ena = f_ena;
endmodule
module display_fromDecToSegment(
	input clk,
	input rst,
	input ena,
	input light,
	input[5:0] number,
	input dot,
	output reg[7:0] segments
);
reg[7:0] n_segments;
reg A = 0;
reg B = 0;
reg C = 0;
reg D = 0;
reg E = 0;
reg F = 0;
reg G = 0;
always@(posedge clk or posedge rst)
	if(rst) segments <= 0;
	else segments <= n_segments;
always@(*)begin
	A = 0;
	B = 0;
	C = 0;
	D = 0;
	E = 0;
	F = 0;
	G = 0;
		case(number)
			1:begin  
				A = 1; B = 1; C = 1; D = 1; E = 1; F = 1; G = 0;
			end
			2:begin  
				A = 0; B = 1; C = 1; D = 0; E = 0; F = 0; G = 0;
			end
			3:begin  
				A = 1; B = 1; C = 0; D = 1; E = 1; F = 0; G = 1;
			end
			4:begin  
				A = 1; B = 1; C = 1; D = 1; E = 0; F = 0; G = 1;
			end
			5:begin  
				A = 0; B = 1; C = 1; D = 0; E = 0; F = 1; G = 1;
			end
			6:begin  
				A = 1; B = 0; C = 1; D = 1; E = 0; F = 1; G = 1;
			end
			7:begin  
				A = 1; B = 0; C = 1; D = 1; E = 1; F = 1; G = 1;
			end
			8:begin  
				A = 1; B = 1; C = 1; D = 0; E = 0; F = 0; G = 0;
			end
			9:begin  
				A = 1; B = 1; C = 1; D = 1; E = 1; F = 1; G = 1;
			end
			10:begin  
				A = 1; B = 1; C = 1; D = 1; E = 0; F = 1; G = 1;
			end
			11:begin  
				A = 1; B = 1; C = 1; D = 0; E = 1; F = 1; G = 1;
			end
			12:begin  
				A = 0; B = 0; C = 1; D = 1; E = 1; F = 1; G = 1;
			end
			13:begin  
				A = 0; B = 0; C = 0; D = 1; E = 1; F = 0; G = 1;
			end
			14:begin  
				A = 0; B = 1; C = 1; D = 1; E = 1; F = 0; G = 1;
			end
			15:begin  
				A = 1; B = 0; C = 0; D = 1; E = 1; F = 1; G = 1;
			end
			16:begin  
				A = 1; B = 0; C = 0; D = 0; E = 1; F = 1; G = 1;
			end
			17:begin  
				A = 1; B = 0; C = 1; D = 1; E = 1; F = 1; G = 0;
			end
			18:begin  
				A = 0; B = 0; C = 1; D = 0; E = 1; F = 1; G = 1;
			end
			19:begin  
				A = 0; B = 0; C = 1; D = 0; E = 0; F = 0; G = 0;
			end
			20:begin  
				A = 0; B = 1; C = 1; D = 1; E = 0; F = 0; G = 0;
			end
			21:begin  
				A = 0; B = 1; C = 0; D = 0; E = 1; F = 1; G = 1;
			end
			22:begin  
				A = 0; B = 0; C = 0; D = 1; E = 1; F = 1; G = 0;
			end
			23:begin  
				A = 0; B = 0; C = 1; D = 0; E = 0; F = 0; G = 1;
			end
			24:begin  
				A = 0; B = 0; C = 1; D = 0; E = 1; F = 0; G = 1;
			end
			25:begin  
				A = 0; B = 0; C = 1; D = 1; E = 1; F = 0; G = 1;
			end
			26:begin  
				A = 1; B = 1; C = 0; D = 0; E = 1; F = 1; G = 1;
			end
			27:begin  
				A = 1; B = 1; C = 1; D = 0; E = 0; F = 1; G = 1;
			end
			28:begin  
				A = 0; B = 0; C = 0; D = 0; E = 1; F = 0; G = 1;
			end
			29:begin  
				A = 0; B = 0; C = 1; D = 1; E = 0; F = 1; G = 1;
			end
			30:begin  
				A = 0; B = 0; C = 0; D = 1; E = 1; F = 1; G = 1;
			end
			31:begin  
				A = 0; B = 0; C = 1; D = 1; E = 1; F = 0; G = 0;
			end
			32:begin  
				A = 0; B = 0; C = 1; D = 1; E = 1; F = 0; G = 0;
			end
			33:begin  
				A = 0; B = 0; C = 1; D = 1; E = 0; F = 0; G = 0;
			end
			34:begin  
				A = 0; B = 1; C = 1; D = 0; E = 1; F = 1; G = 1;
			end
			35:begin  
				A = 0; B = 1; C = 1; D = 1; E = 0; F = 1; G = 1;
			end
			36:begin  
				A = 1; B = 1; C = 0; D = 1; E = 1; F = 0; G = 0;
			end
			37:begin  
				A = 1; B = 0; C = 0; D = 1; E = 1; F = 0; G = 0;
			end
			38: begin
				A = 0; B = 0; C = 0; D = 0; E = 0; F = 0; G = 1;
			end
			default:;
		endcase
	if(ena & light) n_segments = {dot,G,F,E,D,C,B,A};
	else n_segments = 0;
end
endmodule
module display_lightRegulator(
	input clk,
	input rst,
	input[2:0] light,
	output reg ligSig
);
reg[4:0] f_tim;
reg[4:0] n_tim;
always@(posedge clk or posedge rst)
	if(rst) f_tim <= 0;
	else f_tim <= n_tim;
always@(*)begin
	n_tim = f_tim + 1;
	ligSig = 0;
	case(light)
		1: if(f_tim <= 4) ligSig = 1;
		2: if(f_tim <= 5) ligSig = 1;
		3: if(f_tim <= 6) ligSig = 1;
		4: if(f_tim <= 7) ligSig = 1;
		5: if(f_tim <= 9) ligSig = 1;
		6: if(f_tim <= 12) ligSig = 1;
		7: if(f_tim <= 15) ligSig = 1;
		default:;
	endcase
end
endmodule
module display_outBuffer(
	input clk,
	input rst,
	input[7:0] inSegment,
	input[3:0] inSelect,
	output reg[7:0] segment,
	output reg[3:0] select
);
always@(posedge clk or posedge rst)
	if(rst) begin
		segment <= 0;
		select <= 0;	
	end
	else begin
		segment <= ~inSegment;
		select <= ~inSelect;
	end
endmodule
module display_displayMultiplex(
	input clk,
	input rst,
	input freq,
	input[7:0] segment1,
	input[7:0] segment2,
	input[7:0] segment3,
	input[7:0] segment4,
	output reg[3:0] select,
	output reg[7:0] seg
);
localparam LEN = 2;
reg[3:0] f_select;
reg[7:0] f_segment;
reg[LEN - 1:0] f_tim;
reg[LEN - 1:0] n_tim;
always@(posedge clk or posedge rst)begin
	if(rst) begin
		f_tim <= 0;
		f_segment <= 0;
		f_select <= 0;
		end
	else begin
		f_tim <= n_tim;
		f_segment <= seg;
		f_select <= select;
		end
end
always@(*)begin
	n_tim = f_tim;
	if(freq) n_tim = f_tim + 1;
end
always@(*)begin
	seg = f_segment;
	case(f_tim)
		0: seg = segment1;
		1: seg = segment2;
		2: seg = segment3;
		3: seg = segment4;
	endcase
end
always@(*)begin
	select = f_select;
	case(f_tim)
		0: select = 4'b1000;
		1: select = 4'b0100;
		2: select = 4'b0010;
		3: select = 4'b0001;
		default:;
	endcase
end
endmodule
module display_frequencyGen #(
	parameter SPEED = 18
)(
	input clk,
	input rst,
	output reg freq
);
reg[SPEED - 1: 0] f_tim;
reg[SPEED - 1: 0] n_tim;
always@(posedge clk or posedge rst)
	if(rst) f_tim <= 0;
	else f_tim <= n_tim;
always@(*)begin
	n_tim = f_tim + 1;
	freq = 0;
	if(f_tim == 0) freq = 1;
end
endmodule
module segmentDisplay(
	input csi_clk,
	input rsi_reset_n,
	input avs_s0_write,
	input avs_s0_read,
	input[4:0] avs_s0_address,
	input[31:0] avs_s0_writedata,
	output[31:0] avs_s0_readdata,
	output[3:0] out_dig,
	output[7:0] out_segment
);
localparam CHAR_LEN = 6;
localparam LEN = 4;
wire[CHAR_LEN - 1:0] number[LEN - 1:0];
wire dot[LEN - 1 : 0];
wire ena;
wire[7:0] segment[LEN - 1:0];
wire freq;
wire[LEN - 1:0] inSelect;
wire[7:0] inSegment;
wire in_rst = 0;
wire[2:0] light[LEN - 1:0];
wire lightSig[LEN - 1:0];
display_sD_avalon_interface sdc(.csi_clk(csi_clk),
								.rsi_reset_n(in_rst),
								.avs_s0_write(avs_s0_write),
								.avs_s0_read(avs_s0_read),
								.avs_s0_address(avs_s0_address),
								.avs_s0_writedata(avs_s0_writedata),
								.avs_s0_readdata(avs_s0_readdata),
								.number1(number[0]),
								.number2(number[1]),
								.number3(number[2]),
								.number4(number[3]),
								.dot1(dot[0]),
								.dot2(dot[1]),
								.dot3(dot[2]),
								.dot4(dot[3]),
								.light1(light[0]),
								.light2(light[1]),
								.light3(light[2]),
								.light4(light[3]),
								.ena(ena)
);
display_lightRegulator lR1(.clk(csi_clk),
						 .rst(in_rst),
						 .light(light[0]),
						 .ligSig(lightSig[0])
);
display_lightRegulator lR2(.clk(csi_clk),
						 .rst(in_rst),
						 .light(light[1]),
						 .ligSig(lightSig[1])
);
display_lightRegulator lR3(.clk(csi_clk),
						 .rst(in_rst),
						 .light(light[2]),
						 .ligSig(lightSig[2])
);
display_lightRegulator lR4(.clk(csi_clk),
						 .rst(in_rst),
						 .light(light[3]),
						 .ligSig(lightSig[3])
);
display_fromDecToSegment dis1(.clk(csi_clk),
							 .rst(in_rst),
							 .ena(ena),
							 .light(lightSig[0]),
							 .number(number[0]),
							 .dot(dot[0]),
							 .segments(segment[0])
);
display_fromDecToSegment dis2(.clk(csi_clk),
							 .rst(in_rst),
							 .ena(ena),
							 .light(lightSig[1]),
							 .number(number[1]),
							 .dot(dot[1]),
							 .segments(segment[1])
);
display_fromDecToSegment dis3(.clk(csi_clk),
							 .rst(in_rst),
							 .ena(ena),
							 .light(lightSig[2]),
							 .number(number[2]),
							 .dot(dot[2]),
							 .segments(segment[2])
);
display_fromDecToSegment dis4(.clk(csi_clk),
							 .rst(in_rst),
							 .ena(ena),
							 .light(lightSig[3]),
							 .number(number[3]),
							 .dot(dot[3]),
							 .segments(segment[3])
);
display_frequencyGen fG(.clk(csi_clk),
				    .rst(in_rst),
					 .freq(freq)
);
display_displayMultiplex dM(.clk(csi_clk),
						  .rst(in_rst),
						  .freq(freq),
					   	.segment1(segment[0]),
						   .segment2(segment[1]),
					   	.segment3(segment[2]),
					   	.segment4(segment[3]),
							.select(inSelect),
							.seg(inSegment)
);
display_outBuffer oB(.clk(csi_clk),
				 .rst(in_rst),
				.inSegment(inSegment),
				.inSelect(inSelect),
				.segment(out_segment),
				.select(out_dig)
);
endmodule
==> summary.txt <==
run results: Comb power frac=0.068, Final Critical Period=2.88 ns, critical path cell sequence=clkdlybuf4s15_1, clkinv_2, buf_4, nand3_1, o21ai_0, a222oi_1, nor2b_1, clkdlybuf4s50_1, count of standard-cell rows=44, area overhead of the layout relative to synthesis=17.9%, maximum number of pins on one net before global-route repair=34, proportion of synthesized flip-flops having asynchronous set or reset=0, CORE AREA=0.0146 sq mm, peak ir drop on the vdd network=0.000359 V, element type at the critical path start=input port, TritonCTS clock tree=built, clock transition at the register clock pins on the worst setup and hold paths after CTS=roughly 0.060 ns, post-synthesis instance area=between 0.007 and 0.008 sq mm, distinct cell type count of the synthesized netlist=~75, leak pwr=0.00339 uW, internal cell power=3120 uW, per-instance average area after synthesis=8.76 sq um, FP Core Util=0.513, final core occ=0.605, count of instantiated cells in the yosys netlist=between 800 and 900, number of CTS-inserted buffers=17, Overall Global Routing Usage=0.252, wire length reported by the detailed router=18400 um, final instance area=just under 0.009 sq mm, total clock sinks=125, die extent in y=124 um, total setup violations reported at the end of the flow=0, worst min-delay path category=flip-flop to flip-flop, setup clock skew after layout=a little over 0.009 ns, number of cells on the worst hold path=1, Crit-path slowest cell=sky130_fd_sc_hd__a222oi_1, power density relative to cell area=around 460 mW/mm^2, clock network power share=0.496, width of the die=~120 um, Final Max Tran Viols=0, ratio of final minimum period to clock period=0.960, post-cts hold buffer count=0, crit path setup slack, layout=0.121 ns, ratio of cells with drive above 1 in the final layout=0.102, switching part of the total=0.239, most used cells in the layout excluding fill and tap cells=sky130_fd_sc_hd__nor2_1 (82), sky130_fd_sc_hd__dfxtp_1 (82), sky130_fd_sc_hd__a21oi_1 (59), sky130_fd_sc_hd__o21ai_0 (59), sky130_fd_sc_hd__nand2_1 (53), I/O Pins=85, initial DRC count=482, net switching power=980 uW, clock latency reported for the late side of the worst-skew pair=roughly 0.42 ns, Final Hold Fails=0, relative slew slack=0.452, count of library flops with an enable pin=~43, PortBufs=between 50 and 60, worst-path fanout max=5, sequential-to-total area share from yosys stat=0.392, DRC violation count after routing=0, slew at the pin with the worst max-slew slack=roughly 0.8 ns, total chip power=between 4000 and 5000 uW, count of max-cap constraint violations=0, routed vias/inst=about 5.8, Place WS=-0.325 ns, number of cells traversed by the worst register-to-register path=8, critical path endpoint category=output port, count of synthesis-stage warnings from yosys=14, setup repair after global routing missed its margin=no, post-detail-place hpwl=about 13000 um, sequential power share=0.436, cell count after synthesis=854, final worst hold slack=about 0.4 ns, count of nets left with antenna violations after detail routing=0, First-pass DRT Iterations=6, area reported by Yosys stat=between 0.007 and 0.008 sq mm, maximum count of clock buffers along a single path=2, run status=finished clean, cell area after placement=a little over 0.008 sq mm, die outline area=~0.015 sq mm, Crit Path Category=input port to output port, # diodes=0, Log Warnings=89, CTS H-tree depth=4, CTS Root Cell=sky130_fd_sc_hd__clkbuf_16, Slowest Stage Delay on Critical Path=0.42 ns, Worst EP required=roughly 2.4 ns, global placer's final weighted congestion=0.932, antenna violations before repair=0, via count=~6400, global-route wire length before repair=about 30000 um, f_max=about 0.35 GHz, most common flop cell mapped by yosys=sky130_fd_sc_hd__dfxtp_1, routed wire length per instance=approximately 17 um, Worst EP arrival=2.28 ns, leftover overflow at the end of global routing=0, number of storage elements in the synthesis netlist=125, via count of the first global-routing pass=just under 6000
[final timing paths]
check / startpoint / end / slack (ns)
min: dis1.segments[5]$_SDFF_PN0_ / oB.segment[5]$_DFF_P_ / 0.40
max: avs_s0_address[0] / avs_s0_readdata[4] / 0.12
max reg2reg: lR2.f_tim[0]$_DFF_P_ / dis2.segments[6]$_SDFF_PN0_ / 0.66
min reg2reg: dis1.segments[5]$_SDFF_PN0_ / oB.segment[5]$_DFF_P_ / 0.40
[critical path: cells and delay by family]
kind | cells | cell delay [ns]
AND-OR/OR-AND | 2 | 0.53
buffers and inverters | 4 | 0.96
AND/OR/NAND/NOR | 2 | 0.19
[state kept, by name, summed over array words and instances, names as in the netlist]
register / cells
oB.segment: 8
sdc.f_numbers: 24
lR2.f_tim: 5
lR4.f_tim: 5
dM.f_tim: 2
dis1.segments: 8
lR3.f_tim: 5
fG.f_tim: 18
sdc.f_light: 12
lR1.f_tim: 5
sdc.f_dot: 4
dis4.segments: 8
dis3.segments: 8
oB.select: 4
dis2.segments: 8
sdc.f_ena: 1
[final cells by class]
type	count	area [sq um]
multi-input combinational	606	4010
sequential	125	2930
clock buffer	18	450
fill	1173	5770
inverter	49	185
timing repair buffer	97	870
clock inverter	14	144
tap	184	230
[cell families after synthesis]
kind of cell	after synthesis	synth area share
and+or+nand+nor	283	0.190
AOI/OAI and AO/OA	239	0.214
DFF	125	0.392
buffers and inverters	123	0.0764
adders and majority gates	50	0.0836
xor gates and xnor gates	26	0.0304
muxes	8	0.0144
[metal layers]
metal,global-route usage,part of all wire
met5,0,0
met4,0.0595,0.024
met3,0.0657,0.069
met2,0.370,0.45
met1,0.388,0.46
[through the flow]
step | setup TNS, ns | cells
finish | 0 | 1093
global route | 0 | 1093
CTS | 0 | 1093
detailed placement | -7.62 | 1060
global placement | -6.51 | 1060
floorplan | 0 | 854
[power groups by stage]
stage	combinational [uW]	sequential (uW)	clock [uW]
4_1_cts	277	1790	2070
5_1_grt	306	1790	2170
6_report	280	1790	2030
[Yosys cell counts (5+ instances only)]
cell type	count	share of area
sky130_fd_sc_hd__dfxtp_1	82	0.22
sky130_fd_sc_hd__nor2_1	82	0.041
sky130_fd_sc_hd__o21ai_0	60	0.040
sky130_fd_sc_hd__a21oi_1	59	0.039
sky130_fd_sc_hd__nand2_1	54	0.027
sky130_fd_sc_hd__ha_1	50	0.084
sky130_fd_sc_hd__inv_1	48	0.024
sky130_fd_sc_hd__edfxtp_1	43	0.17
sky130_fd_sc_hd__clkbuf_1	34	0.017
sky130_fd_sc_hd__nor2b_1	26	0.022
sky130_fd_sc_hd__buf_4	24	0.024
sky130_fd_sc_hd__nand3_1	23	0.015
sky130_fd_sc_hd__nor3_1	22	0.015
sky130_fd_sc_hd__nand2b_1	18	0.015
sky130_fd_sc_hd__xnor2_1	18	0.021
sky130_fd_sc_hd__a31oi_1	15	0.013
sky130_fd_sc_hd__a222oi_1	10	0.013
sky130_fd_sc_hd__nor4_1	10	0.0084
sky130_fd_sc_hd__a211oi_1	9	0.0090
sky130_fd_sc_hd__and3_1	9	0.0075
sky130_fd_sc_hd__buf_2	9	0.0060
sky130_fd_sc_hd__a22oi_1	8	0.0080
sky130_fd_sc_hd__xor2_1	8	0.0094
sky130_fd_sc_hd__a21o_1	7	0.0070
sky130_fd_sc_hd__and2_1	6	0.0050
sky130_fd_sc_hd__nand4_1	6	0.0050
sky130_fd_sc_hd__nor3b_1	6	0.0060
sky130_fd_sc_hd__buf_1	5	0.0025
sky130_fd_sc_hd__o211a_1	5	0.0067
sky130_fd_sc_hd__o221ai_1	5	0.0059
sky130_fd_sc_hd__o31ai_1	5	0.0050
[what timing repair did]
item,CTS,global route
buffers inserted,1,0
pin swaps,1,1
gates resized,12,7
setup endpoints to repair,32,29
gates cloned,0,0
Power is estimated from default activity; no workload was simulated.
