## flow/design.v

```verilog
module uart_receiver(
	input clk,
	input rst,
	input tick,
	input rx,
	output reg restart_tick,
	input ack,
	output reg[7:0] character,
	output reg rdy,
	output reg finish
);
reg b_rx;
reg[7:0] b_character;
reg b_rdy;
reg b_finish;
always@(posedge clk or posedge rst)
	if(rst) b_rx <= 0;
	else b_rx <= rx;
reg[4:0] f_sync_time;
reg[4:0] n_sync_time;
reg[7:0] f_character;
reg[7:0] n_character;
reg[7:0] ff_character;
reg[3:0] f_tim;
reg[3:0] n_tim;
reg f_start;
reg n_start;
reg f_s;
reg n_s;
reg f_last;
reg n_last;
reg[9:0] f_cycles;
reg[9:0] n_cycles;
reg[7:0] f_len;
reg[7:0] n_len;
always@(posedge clk or posedge rst)begin
	if(rst)begin
		f_tim <= 0;
		f_character <=0;
		ff_character <= 0;
		f_start <= 0;
		f_s <= 0;
		f_sync_time <= 0;
		f_cycles <= 0;
		f_last <= 0;
		f_len <= 0;
	end else
	begin
		f_tim <= n_tim;
		f_character <= n_character;
		ff_character <= b_character;
		f_start <= n_start;
		f_s <= n_s;
		f_sync_time <= n_sync_time;
		f_last <= n_last;
		f_cycles <= n_cycles;
		f_len <= n_len;
	end
end
always@(*)begin
	b_finish = 0;
	restart_tick= 0;
	b_rdy = 0;
	n_sync_time = f_sync_time;
	b_character = ff_character;
	n_character = f_character;
	n_tim = f_tim;
	n_start = f_start;
	n_s = f_s;
	n_last = f_last;
	n_cycles = f_cycles;
	n_len = f_len;
	if(f_s & (~b_rx) & (~f_start))begin
		n_start = 1;
		n_tim = 0;
		n_character = 0;
		restart_tick= 1;
		n_sync_time =0;
		if(~f_last) begin
			n_len = 0;
			b_character = 65;
			n_last = 1;
			b_rdy = 1;
			n_cycles = 0;
		end
	end
	if(f_start)begin
		if(f_sync_time != 31) begin
			n_sync_time = f_sync_time + 1;
			if(b_rx) begin
				n_start = 0;
			end
		end 
	end
	if(tick)begin
		if(f_start)begin
			n_character = {f_character[6:0],b_rx};
			if((f_tim == 0) & rx) n_start = 0;
			n_tim = f_tim + 1;
			if(f_tim == 9) begin
				n_start = 0;
				if(b_rx) begin
					n_len = f_len + 1;
					b_character = {f_character[0],f_character[1],f_character[2],f_character[3],f_character[4],f_character[5],f_character[6],f_character[7]};
					n_last = 1;
					b_rdy = 1;
					n_cycles = 0;
				end
			end
		end else
		begin
			if(f_last)begin
				n_cycles = f_cycles + 1;
				if(f_cycles == 1023)begin
					if(f_last && b_rx)begin
						b_finish = 1;
						b_rdy = 1;
						b_character = f_len;
					end
					n_last = 0;
				end
			end
		end
	end
	n_s = b_rx;
end
reg[7:0] bn_character;
reg bn_rdy;
reg bn_finish;
reg[7:0] bf_character;
reg bf_rdy;
reg bf_finish;
always@(posedge clk or posedge rst)begin
	if(rst)begin
		bf_character <= 0;
		bf_rdy <= 0;
		bf_finish <= 0;
	end else
	begin
		bf_character <= bn_character;
		bf_rdy <= bn_rdy;
		bf_finish <= bn_finish;
	end
end
always@(*)begin
	bn_character = bf_character;
	bn_rdy = bf_rdy;
	bn_finish = bf_finish;
	if(ack)begin
		bn_character = 0;
		bn_rdy = 0;
		bn_finish = 0;
	end
	if(b_rdy)begin
		bn_character = b_character;
		bn_rdy = b_rdy;
		bn_finish = b_finish;
	end
end
always@(*)begin
	character <= bf_character;
	rdy <= bf_rdy;
	finish <= bf_finish;
end
endmodule
module uart_baud_tick_gen#(
	parameter CLK_FREQ = 50000000,
	parameter BAUD_RATE = 1228800
)(
	input clk,
	input rst,
	input restart,
	output reg tick
);
integer baud_time = CLK_FREQ / BAUD_RATE;
reg[15:0] f_tim;
reg[15:0] n_tim;
always@(posedge clk or posedge rst) begin
	if(rst) f_tim <= 0;
	else f_tim <= n_tim;
end
always@(*)begin
	n_tim = f_tim + 1;
	tick = 0;
	if(f_tim == baud_time) begin
		n_tim = 0;
		tick = 1;
	end
	if(restart) n_tim = baud_time/2;
end
endmodule
module uart_center_receiv(
	input clk,
	input rst,
	input receiv_rdy,
	input[7:0] receiv_char,
	input receiv_finish,
	output reg receiv_ack,
	input control_receiv_enable,
	input[15:0] control_receiv_start_addr,
	input[15:0] control_receiv_stop_addr,
	output reg control_receiv_work,
	output reg avm_m1_write,
	output reg avm_m1_read,
	input avm_m1_waitrequest,
	input avm_m1_readdatavalid,
	output reg[15:0] avm_m1_address,
	output reg[31:0] avm_m1_writedata,
	input [31:0] avm_m1_readdata
);
reg f_control_receiv_work;
localparam IDLE = 0;
localparam LOAD_START = 1;
localparam READ = 2;
localparam FINISH_READ = 3;
localparam CHAR_LOAD = 4;
localparam COMPOSE = 5;
localparam WRITE = 6;
localparam WRITE_RDY = 7;
localparam NEXT_CHAR = 8;
localparam LOAD_SAVE_LEN = 9;
localparam LOAD_SAVE_LEN_W = 10;
localparam COMPOSE_LEN = 11;
localparam WRITE_LEN = 12;
localparam WRITE_LEN_W = 13;
reg[3:0] f_status = 0;
reg[3:0] n_status = 0;
reg[15:0] f_addr = 0;
reg[15:0] n_addr = 0;
reg[15:0] f_maddr = 0;
reg[15:0] n_maddr = 0;
reg[31:0] f_mem = 0;
reg[31:0] n_mem = 0;
reg[7:0] f_mchar = 0;
reg[7:0] n_mchar = 0;
reg[15:0] f_addrstartmem = 0;
reg[15:0] n_addrstartmem = 0;
reg f_finish = 0;
reg n_finish = 0;
always@(posedge clk or posedge rst)begin
	if(rst) f_control_receiv_work <= 0;
	else f_control_receiv_work <= control_receiv_work;
end
always@(posedge clk or posedge rst)begin
	if(rst) begin
		f_status <= 0;
		f_addr <= 0;
		f_maddr <= 0;
		f_mem <= 0;
		f_mchar <= 0;
		f_addrstartmem <= 0;
		f_finish <= 0;
		end
	else begin
		f_status <= n_status;
		f_addr <= n_addr;
		f_maddr <= n_maddr;
		f_mem <= n_mem;
		f_mchar <= n_mchar;
		f_addrstartmem <= n_addrstartmem;
		f_finish <= n_finish;
		end
end
always@(*)begin
	n_status = f_status;
	case(f_status)
		IDLE:  if(control_receiv_enable) n_status = LOAD_START;
		LOAD_START: n_status = READ;
		READ:  n_status = FINISH_READ;
		FINISH_READ: if(avm_m1_readdatavalid) n_status = CHAR_LOAD;
		CHAR_LOAD: if(receiv_rdy)n_status = COMPOSE;
		COMPOSE: begin
				n_status = NEXT_CHAR;
				if(f_addr[1:0] == 3) n_status = WRITE;
				if(f_finish && f_control_receiv_work) n_status = WRITE;
				end
		WRITE: n_status = WRITE_RDY;
		WRITE_RDY: if(~avm_m1_waitrequest)
							if(f_finish) n_status = LOAD_SAVE_LEN;
							else n_status = READ;
		NEXT_CHAR: n_status = CHAR_LOAD;
		LOAD_SAVE_LEN: n_status = LOAD_SAVE_LEN_W;
		LOAD_SAVE_LEN_W: if(avm_m1_readdatavalid) n_status = COMPOSE_LEN;
		COMPOSE_LEN: n_status = WRITE_LEN;
		WRITE_LEN: n_status = WRITE_LEN_W;
		WRITE_LEN_W: if(~avm_m1_waitrequest) n_status = READ;
	endcase
	if(~control_receiv_enable) n_status = IDLE;
end
always@(*)begin
	n_finish = f_finish;
	n_mchar = f_mchar;
	n_maddr = f_maddr;
	n_addr = f_addr;
	n_addrstartmem = f_addrstartmem;
	n_mem = f_mem;
	control_receiv_work = f_control_receiv_work;	
	receiv_ack = 0;
	avm_m1_write = 0;
	avm_m1_read = 0;
	avm_m1_address = 0;
	avm_m1_writedata = 0;
	case(f_status)
		IDLE:  begin
					if(control_receiv_enable) begin
						n_addr = 0;
						n_mem = 0;
					end
				end
		LOAD_START: begin
					n_addr = control_receiv_start_addr;
					end
		READ:  begin
					avm_m1_read = 1;
					avm_m1_address = {f_addr[15:2],2'b0};
				end
		FINISH_READ: begin
					if(avm_m1_readdatavalid)  n_mem = avm_m1_readdata;
				end
		CHAR_LOAD: begin
					if(receiv_rdy) begin
						control_receiv_work = 1;
						n_mchar = receiv_char;
						n_finish = 0;
						receiv_ack = 1;
					end
					if(receiv_finish && f_control_receiv_work) begin
						n_finish =1;
					end
					if(receiv_rdy && ~f_control_receiv_work) begin
						n_addrstartmem = f_addr;
					end
				end
		COMPOSE: begin
				if(f_finish) begin
					case(f_addr[1:0])
						0: n_mem = {f_mem[31:8],8'hFF};
						1: n_mem = {f_mem[31:16],8'hFF,f_mem[7:0]};
						2: n_mem = {f_mem[31:24],8'hFF,f_mem[15:0]};
						3: n_mem = {8'hFF,f_mem[23:0]};
					endcase
				end else
					case(f_addr[1:0])
						0: n_mem = {f_mem[31:8],f_mchar};
						1: n_mem = {f_mem[31:16],f_mchar,f_mem[7:0]};
						2: n_mem = {f_mem[31:24],f_mchar,f_mem[15:0]};
						3: n_mem = {f_mchar,f_mem[23:0]};
					endcase
				end
		WRITE: begin
				avm_m1_write = 1;
				avm_m1_address = {f_addr[15:2],2'b0};
				avm_m1_writedata = f_mem;
				end
		WRITE_RDY: begin
				if(~avm_m1_waitrequest) begin
					if(f_addr == control_receiv_stop_addr) n_addr = control_receiv_start_addr;
					else n_addr = f_addr + 1;
				end
			end
		NEXT_CHAR: begin
				n_addr = f_addr + 1;
			end
		LOAD_SAVE_LEN: begin
								avm_m1_read = 1;
								avm_m1_address = {f_addrstartmem[15:2],2'b0};
							end
		LOAD_SAVE_LEN_W: if(avm_m1_readdatavalid)begin
									n_mem = avm_m1_readdata;
								end
		COMPOSE_LEN: case(f_addrstartmem[1:0])
							0: n_mem = {f_mem[31:8],f_mchar};
							1: n_mem = {f_mem[31:16],f_mchar,f_mem[7:0]};
							2: n_mem = {f_mem[31:24],f_mchar,f_mem[15:0]};
							3: n_mem = {f_mchar,f_mem[23:0]};
						endcase
		WRITE_LEN: begin
				avm_m1_write = 1;
				avm_m1_address = {f_addrstartmem[15:2],2'b0};
				avm_m1_writedata = f_mem;
				end
		WRITE_LEN_W: begin
				if(~avm_m1_waitrequest) begin
						control_receiv_work = 0;
				end
			end
	endcase
end
endmodule
```

## flow/run.sh

```bash
#!/bin/bash
# OpenROAD 26Q1-2900-gdf79404cd8, Yosys 0.63+post, stock flow scripts
make -C /OpenROAD-flow-scripts/flow DESIGN_CONFIG=/design/flow/config.mk WORK_HOME=/design/flow/orfs finish
```

## flow/config.mk

```make
export PLATFORM = sky130hd
export DESIGN_NAME = uart_center_receiv
export DESIGN_NICKNAME = uart_center_receiv
export VERILOG_FILES = /design/flow/design.v
export SDC_FILE = /design/flow/constraint.sdc
export NUM_CORES = 4
export LEC_CHECK = 1
export CORE_UTILIZATION = 50
```

## flow/constraint.sdc

```tcl
current_design uart_center_receiv

set clk_period 6.7
set clk_io_pct 0.2

create_clock -name clk0 -period $clk_period [get_ports {clk}]

set non_clock_inputs [all_inputs -no_clocks]
set_input_delay [expr $clk_period * $clk_io_pct] -clock clk0 $non_clock_inputs
set_output_delay [expr $clk_period * $clk_io_pct] -clock clk0 [all_outputs]
```

==> CHANGELOG.md <==
### Physical design

- Top-count cell post-synth: dfrtp_1
- Synth warn: 1
- H-tree depth: 3
- Number of endpoints failing setup at the final stage: 0
- Top_reg_cell synth: dfrtp_1
- Post-synthesis cell count: 575
- Cell area leaders: dfrtp_1, mux2_2, nand2_1, and2_1, xor2_1
- Register share after synthesis: 37.9%
- Mapped Area: 5150 µm²
- Post-route DRC: 0
- Dominant cell type by area after synthesis: dfrtp_1
- RSZ-0062 raised after global routing: no
- CTS tree: yes
- Initial DRC Count: 245
- Sink Count: 78
- Dpl hpwl: 9930 µm
- Critical Path Max Stage Delay: 0.86 ns
- CP top delay family: buffers and inverters
- Outcome: finished, final reports clean
- Area delta synth->final: 30.1%
- WL per Instance: 17.0 µm
- Buffers on Ports: 128
- Via count: 4765
- Max stage delay cell, worst path: dfrtp_1
- Num CTS Buffers: 9
- Initial antenna violation count: 0
- Max-cap violation count: 0
- Ys async rst share: 100%
- Max clock buf depth: 2
- Setup TNS: 0 ns
- Fillers: 768
- Vias in the first global route: 4588
- Layout cells sized above 1: 10.8%
- Buf/Inv on CP: 2
- Setup crit start kind: flop
- Final Core Density: 67.9%
- Worst Max-Slew Pin Slew: 0.874 ns
- Post-synth EDFFs: 0
- Core area: 9860 µm²
- Site row count: 36
- Synth unique cells: 60
- Top cells by count: dfrtp_1, nand2_1, nor2_1, mux2_2, o21ai_0
- CP max FO: 28
- Clock Root Buffer: clkbuf_8
- # hold bufs at CTS: 0
- IO Pins: 131
- Period minus WS final: 4.51 ns
- Worst Hold Class: reg2reg
- Clk_skew: 0.00839 ns
- Post-CTS setup buffer count: 0
- Die height: 104 µm
- Fmax: 0.222 GHz
- Synth top area share: 37.9%
- Slew HR: 41.6%
- Vias/cell: 5.83
- Pre-Repair DR Iteration Count: 5
- Final Max Slew Viols: 0
- GPL Wtd Cong: 0.916
- Maximum vdd drop: 0.149 mV
- Gr usage total: 27.9%
- Crit path DAT: 3.17 ns
- ANT cells: 0
- Flops after synth: 78
- Data required time of the critical path: 5.36 ns
- Endpoint class of the critical path: output pin
- WS Path Type: reg2out
- Total power: 1.18 mW
- Syn_area_per_cell: 8.96 µm²
- P per Cell Area: 176 nW/µm²
- Die W: 104 µm
- Final wirelength: 13900 µm
- Fp_density: 52.2%
- PostCTS Resize Cnt: 0
- Yosys stat cell total: 575
- Fin crit share: 67.3%
- Cells along the critical path: nor2b_1 > nand3_1 > inv_1 > clkdlybuf4s50_1
- Clock latency (worst-skew pair): 0.36 ns
- Die area: 10700 µm²
- First-pass GRT wire length: 23300 µm
- Yosys chip area: 5150 µm²
- P_leak: 2.89 nW
- Endpoints failing hold: 0
- Antenna viol nets, final: 0
- GR Overflow Total: 0
- Largest net degree at the start of global routing: 43
- Clock slew at reported path FFs: 0.08 ns
- Log Warnings: 32
[final timing paths]
path	start	end	slack [ns]	depth (start not counted)
min reg2reg	f_mem[19]$_DFFE_PP0P_	f_mem[19]$_DFFE_PP0P_	0.48	1
max reg2reg	f_status[2]$_DFFE_PP0P_	f_addrstartmem[3]$_DFFE_PP0P_	3.22	5
max in group asynchronous	rst	f_mem[18]$_DFFE_PP0P_	4.38	4
min in group asynchronous	rst	f_addrstartmem[12]$_DFFE_PP0P_	1.39	3
max	f_status[2]$_DFFE_PP0P_	receiv_ack	2.19	4
min	f_mem[19]$_DFFE_PP0P_	f_mem[19]$_DFFE_PP0P_	0.48	1
[metal layers]
metal	vias to the layer above	part of all wire (%)	global-route usage [%]
met5	-	0	0
met4	0	0.80	3.11
met2	192	44	39.5
li1	2270	-	-
met1	2293	47	45.8
met3	10	7.9	7.50
[final cells by class]
cell class	instances	area (µm²)	area share, %
clock buffers	10	128	1.90
clock inverters	5	83.8	1.25
inverters	24	90.1	1.34
multi-input cells	428	2920	43.6
flip-flops and latches	78	1950	29.1
well taps	133	166	2.48
repair buffers	139	1360	20.3
[metrics by stage]
stage | hold slack [ns] | instances | instance area [µm²] | setup WS (ns)
final | 0.483 | 817 | 6700 | 2.19
after CTS | 0.488 | 817 | 6700 | 2.23
after global placement | 0.464 | 802 | 6490 | 2.30
after global routing | 0.508 | 817 | 6700 | 2.01
after floorplan | 0.448 | 576 | 5150 | 3.36
after detailed placement | 0.466 | 802 | 6490 | 2.24
[cell families after synthesis]
family | Yosys count | share of synthesized area (%)
fa+ha+maj | 7 | 1.70
other cells | 1 | 0.0728
simple gates | 216 | 20.9
buf+inv | 70 | 5.66
compound gates | 133 | 20.1
flops | 78 | 37.9
xor+xnor | 32 | 5.44
mux | 38 | 8.31
[cell usage in the layout (no fill, tap or decap), drive strengths merged, types with 2 or more instances in the layout]
cell type	count
o21a	4
nand3b	4
nor3b	2
a32oi	3
o32ai	2
a31oi	3
a221oi	9
nor2b	3
a21o	2
clkinvlp	2
a2111oi	2
a22o	14
o2111ai	7
mux2	38
buf	11
a21oi	8
nor2	42
conb	2
nand2	71
and2	35
nand2b	3
xnor2	8
ha	7
xor2	24
clkbuf	10
inv	25
o2bb2ai	9
and3	8
bufinv	2
a221o	15
nand3	18
o21ai	38
o211ai	3
o221ai	5
dfrtp	78
nand4	5
nor4	7
or3	2
clkdlybuf4s50	128
nor3	10
[report_power, final]
group	internal [mW]	switching, mW
sequential	0.496	0.0583
combinational	0.123	0.113
clock	0.209	0.181
[registers in the layout (all words and copies together) (netlist names)]
name / count
f_status: 4
f_control_receiv_work: 1
f_mchar: 8
f_mem: 32
f_finish: 1
f_addrstartmem: 16
f_addr: 16
Power is estimated from default activity; no workload was simulated.
