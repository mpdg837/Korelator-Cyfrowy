`./design.v`:
```
module keyInput(
	input csi_clk,
	input rsi_reset_n,
	input avs_s0_write,
	input avs_s0_read,
	input[3:0] avs_s0_address,
	input[31:0] avs_s0_writedata,
	output[31:0] avs_s0_readdata,
	input[3:0] in_key,
	output[3:0] out_led
);
localparam LEN = 4;
wire in_rst = 0;
wire tick;
wire short_key[LEN - 1:0];
key_tick kT(.clk(csi_clk),
	 	 	   .rst(in_rst),
			   .tick(tick)
);
key_debouncer kD0(.clk(csi_clk),
					  .rst(in_rst),
					  .tick(tick),
					  .key_in(~in_key[0]),
					  .short_key_out(short_key[0])
);
key_debouncer kD1(.clk(csi_clk),
					  .rst(in_rst),
					  .tick(tick),
					  .key_in(~in_key[1]),
					  .short_key_out(short_key[1])
);
key_debouncer kD2(.clk(csi_clk),
					  .rst(in_rst),
					  .tick(tick),
					  .key_in(~in_key[2]),
					  .short_key_out(short_key[2])
);
key_debouncer kD3(.clk(csi_clk),
					  .rst(in_rst),
					  .tick(tick),
					  .key_in(~in_key[3]),
					  .short_key_out(short_key[3])
);
input_key_avalon_interface iD(.csi_clk(csi_clk),
										.rsi_reset_n(in_rst),
										.avs_s0_write(avs_s0_write),
										.avs_s0_read(avs_s0_read),
										.avs_s0_address(avs_s0_address),
										.avs_s0_writedata(avs_s0_writedata),
										.avs_s0_readdata(avs_s0_readdata),
										.short_key_1(short_key[0]),
									   .short_key_2(short_key[1]),
										.short_key_3(short_key[2]),
										.short_key_4(short_key[3])
);
endmodule
module input_key_avalon_interface#(
	parameter LEN = 4
)(
	input csi_clk,
	input rsi_reset_n,
	input avs_s0_write,
	input avs_s0_read,
	input[3:0] avs_s0_address,
	input[31:0] avs_s0_writedata,
	output reg[31:0] avs_s0_readdata,
	input short_key_1,
	input short_key_2,
	input short_key_3,
	input short_key_4
);
reg f_key[LEN - 1:0];
reg n_key[LEN - 1:0];
integer n = 0;
always@(posedge csi_clk or posedge rsi_reset_n)begin
	if(rsi_reset_n) begin
		for(n = 0; n< LEN ; n = n + 1) f_key[n] <= 0;
	end
	else begin
		for(n = 0; n< LEN ; n = n + 1) f_key[n] <= n_key[n];
	end
end
always@(*)begin
	avs_s0_readdata = 0;
	if(avs_s0_read)
		case(avs_s0_address)
			0: avs_s0_readdata = 64;
			1: begin
				avs_s0_readdata = f_key[0];
			end
			2: begin
				avs_s0_readdata = f_key[1];
			end
			3: begin
				avs_s0_readdata = f_key[2];
			end
			4: begin
				avs_s0_readdata = f_key[3];
			end
			default:;
		endcase
end
always@(*)begin
	for(n = 0; n< LEN ; n = n + 1) n_key[n] = f_key[n];
	if(avs_s0_write)
		case(avs_s0_address)
			1: begin
				n_key[0] = 0;
			end
			2: begin
				n_key[1] = 0;
			end
			3: begin
				n_key[2] = 0;
			end
			4: begin
				n_key[3] = 0;
			end
			default:;
		endcase	
	if(short_key_1) n_key[0] = 1;
	if(short_key_2) n_key[1] = 1;
	if(short_key_3) n_key[2] = 1;
	if(short_key_4) n_key[3] = 1;
end
endmodule
module key_debouncer#(
	parameter MIN_LEVEL = 64,
	parameter MAX_LEVEL = 192
)(
	input clk,
	input rst,
	input tick,
	input key_in,
	output reg key_out,
	output reg short_key_out
);
reg[7:0] f_tim;
reg[7:0] n_tim;
reg n_key_out = 0;
always@(posedge clk or posedge rst)begin
	if(rst) f_tim <= 0;
	else f_tim <= n_tim;
end
always@(posedge clk or posedge rst)begin
	if(rst) key_out <= 0;
	else key_out <= n_key_out;
end
always@(*)begin
	n_tim = f_tim;
	if(tick)
		if(key_in) begin
			if(f_tim != 255) n_tim = f_tim + 1;
		end else
		begin
			if(f_tim != 0) n_tim = f_tim - 1;
		end
end
always@(*)begin
	n_key_out = key_out;
	short_key_out = 0;
	if(~key_out & f_tim > MAX_LEVEL) begin
		n_key_out = 1;
		short_key_out = 1;
	end
	if(key_out & f_tim < MIN_LEVEL) n_key_out = 0;
end
endmodule
module key_tick#(
	parameter MAX_TIM = 4095
)(
	input clk,
	input rst,
	output reg tick
);
reg[11:0] f_tim;
reg[11:0] n_tim;
always@(posedge clk or posedge rst)
	if(rst) f_tim <= 0;
	else f_tim <= n_tim;
always@(*)begin
	n_tim = f_tim + 1;
	tick = 0;
	if(f_tim == MAX_TIM) begin
		n_tim = 0;
		tick = 1;
	end
end
endmodule
```
`./run.sh`:
```
#!/bin/bash
# OpenROAD 26Q1-2900-gdf79404cd8, Yosys 0.63+post, stock flow scripts
make -C /OpenROAD-flow-scripts/flow DESIGN_CONFIG=/design/flow/config.mk WORK_HOME=/design/flow/orfs finish
```
`./config.mk`:
```
export PLATFORM = sky130hd
export DESIGN_NAME = keyInput
export DESIGN_NICKNAME = keyInput
export VERILOG_FILES = /design/flow/design.v
export SDC_FILE = /design/flow/constraint.sdc
export NUM_CORES = 4
export LEC_CHECK = 1
export CORE_UTILIZATION = 30
```
`./constraint.sdc`:
```
current_design keyInput

set clk_period 3.1
set clk_io_pct 0.2

create_clock -name clk0 -period $clk_period [get_ports {csi_clk}]

set non_clock_inputs [all_inputs -no_clocks]
set_input_delay [expr $clk_period * $clk_io_pct] -clock clk0 $non_clock_inputs
set_output_delay [expr $clk_period * $clk_io_pct] -clock clk0 [all_outputs]
```
==> results.txt <==
Latest figures from synthesis and place and route.

The cell area after synthesis is 3340 µm². In this run the critical register-to-register path is captured at kD2.f_tim[3]. The net switching power in the latest report is 0.957 mW.

The finished layout holds 513 standard cells, fillers aside. The flow ran to the end, and the final reports show no timing, DRC or antenna violations. The post-synthesis async set-or-reset flop share is 0%. The count of antenna-violating nets left after detailed routing is 0.

The number of maximum-capacitance violations recorded for the run is 0. The skew report gives the latency at the later pin of the worst-skew pair as 0.30 ns. The total die size is about 12000 µm².

The width of the die is 108 µm. The combined global-route utilization of all metal layers is 10.0%. Yosys attributes the largest share of cell area to sky130_fd_sc_hd__edfxtp_1, sky130_fd_sc_hd__dfxtp_1, sky130_fd_sc_hd__ha_1, sky130_fd_sc_hd__buf_4, sky130_fd_sc_hd__xnor2_1. After the first detailed-routing iteration, the DRC count stood at 108.

The min-delay analysis places its worst path in the category register to register. Summing all placed instances gives a cell area of approximately 3600 µm². STA classifies the critical path startpoint as an input port. The hold violation total from the final report is 0. The time the worst path needs with I/O delays and setup is 2.93 ns. The via count of the first global-routing pass is 2134. The wire length reported by the detailed router is 5.47 mm.

The clock input transition at the sequential cells of the worst setup and hold paths is 0.09 ns. The count of H-tree levels built during CTS is 2. The capturing element type of the critical path is a primary output. The detailed-route via count is between 2000 and 2500. The achievable frequency is 341 MHz. 80 I/O pins were placed. The end-of-flow timing check tallies setup violations at 0. The number of buffers inserted during clock tree synthesis is 5. The global-route congestion overflow total is 0. The area growth from synthesis to layout is 9.88%.

The post-CTS hold buffer count recorded in the log is 0. In this run, distinct cell masters in the synthesized netlist total about 48. Looking at hold timing, the worst path starts from kD0.key_out.

The critical path contains buffers and inverters numbering 3 combined. The maximum ir drop on the vdd rail is 0.297 mV. In the placement report, post-DP HPWL is listed as just over 4 mm. The average cell area after synthesis is about 9.7 µm². The number of antenna violations at the first check in global routing came to 0. Per the timing report, the biggest fanout along the worst path comes to 6. The cell taking the most area after synthesis is sky130_fd_sc_hd__edfxtp_1. The flow reports that the clock network draws about 14% of the design power. Total power normalized to cell area comes to 735 nW/µm². The quantity of I/O buffers inserted on ports is 12. The tool warning count for the run is 58. The final period utilization is between 90% and 100%. The worst-path cell with the longest stage delay is sky130_fd_sc_hd__clkdlybuf4s50_1.

Dividing the detail-routed wire length by the instance count gives 10.7 µm. In the routed design, unresolved DRC markers number 0. Summed over all failing endpoints, the final setup total negative slack is 0 ns.

The register share of total power is 45.6%. The synthesized design devotes to its leading area cell type 28.8% of total area. The total antenna diodes in the routed design is 0. The share of the core filled by cells before placement is 30.8%. After technology mapping, the gate count stands at roughly 340. For the worst setup path, the data required time is 2.48 ns. The predominant post-synthesis flop cell is sky130_fd_sc_hd__edfxtp_1. Max-slew check failures listed in the final report amount to 0. The floorplan has 38 rows. The worst register-to-register path has a setup slack of ~0.8 ns. The kind of cell with the highest combined delay along the critical path is buffers and inverters. The worst-case setup slack after placement is ~0.13 ns.

The setup path with the least slack is of type input port to primary output. The total power after layout is between 2 and 3 mW. Listed in order, past its start point the critical path passes clkdlybuf4s50_1 > nand3b_1 > a21oi_1 > a21oi_1 > nor3b_2 > buf_4 > clkdlybuf4s50_1.

The CTS tree is done. The final worst slack is 0.169 ns. The clock root buffer master is sky130_fd_sc_hd__clkbuf_8. The yosys cell count is 344. The total of flip-flops plus latches after synthesis is 52. The pre-antenna-repair detailed-routing pass consisted of 4 iterations.

In this run the standard cell core region covers 10800 µm². The library cell used most frequently in the layout, excluding fill and tap cells, is sky130_fd_sc_hd__conb_1. The clock passes through at most 2 buffers. The OpenROAD report gives the critical path a data arrival time of 2.31 ns.

The fraction of power consumed by combinational cells is 40.5%. The largest stage delay on the critical path is 0.49 ns. In this run the number of cells on the critical path is 7.

Across the routed clock network, the largest skew measured is 0.0144 ns. The proportion of layout cells with a drive suffix above 1 is 6.43%. The launch point of the worst register-to-register path is recorded as kT.f_tim[0]. The leakage power of the design is ~1.5 nW. For this run, the register share of the synthesized area comes to between 40% and 50%. The post-synth tally of flip-flops with integrated enable is 32. The first global-routing pass estimated 9.33 mm of wire. According to the Yosys statistics, the synthesized design has a chip area of roughly 3300 µm². The number of clock sinks came to 52. The critical path capture point is avs_s0_readdata[0].

The routability congestion estimate is 0.800. Switching power as a fraction of the total was reported as between 30% and 40%. After detailed placement, the design holds a cell count of 505. Tracing the worst setup path back leads to its startpoint at avs_s0_address[2]. Entering global routing, the biggest net connects 16 pins.

The die is 108 µm tall. In the routed layout, each cell is associated on average with a via count of 4.52. Summing all non-filler instances in the final layout gives an area of 3670 µm².

The logic depth of the worst register-to-register path is 6. The most common logic cells in the final layout are sky130_fd_sc_hd__conb_1, sky130_fd_sc_hd__inv_1, sky130_fd_sc_hd__edfxtp_1. The synthesis report lists the Yosys warning total as 10.

The cell internal power dissipation is 1.74 mW. Setup repair after global routing left no endpoint under its margin.
[kinds of logic after synthesis]
group | count (synthesis) | synth area share, %
and+or+nand+nor | 100 | 15.5
buffers and inverters | 66 | 11.2
AOI/OAI and AO/OA | 65 | 12.4
DFF | 52 | 40.7
adders and majority gates | 29 | 11.8
xor gates and xnor gates | 28 | 7.34
muxes | 3 | 0.899
other | 1 | 0.112
[cell usage after synthesis, types with 10 or more instances]
cell type	n
sky130_fd_sc_hd__ha_1	25
sky130_fd_sc_hd__nor2_1	25
sky130_fd_sc_hd__inv_1	32
sky130_fd_sc_hd__xnor2_1	20
sky130_fd_sc_hd__o21ai_0	20
sky130_fd_sc_hd__dfxtp_1	20
sky130_fd_sc_hd__nand3_1	12
sky130_fd_sc_hd__buf_4	34
sky130_fd_sc_hd__nand2_1	16
sky130_fd_sc_hd__a21oi_1	16
sky130_fd_sc_hd__edfxtp_1	32
sky130_fd_sc_hd__nor3_1	10
[sequential cells by signal (all words and copies together) (netlist names)]
name / flops
kT.f_tim: 12
kD0.f_tim: 8
kD1.f_tim: 8
kD2.f_tim: 8
kD3.f_tim: 8
iD.f_key: 4
kD0.key_out: 1
kD1.key_out: 1
kD2.key_out: 1
kD3.key_out: 1
[worst register-to-register path, delay by kind of cell, from the launching register on]
family,cells,cell delay (ns)
flops,1,0.37
simple gates,3,0.78
compound gates,1,0.44
buf+inv,1,0.23
fa+ha+maj,1,0.21
[stage by stage]
stage | util, % | hold slack, ns
after floorplan | - | 0.413
after global placement | 33.0 | 0.428
after detailed placement | 33.0 | 0.429
after CTS | 33.8 | 0.447
after global routing | 33.9 | 0.468
final | 33.9 | 0.444
[cell type report]
cell class,instances,area (µm²)
tap,140,175
timing repair buffer,22,198
fill,1067,7170
inverter,32,120
clock buffer,6,72.6
sequential,52,1360
clock inverter,2,11.3
multi-input combinational,259,1730
[layer usage]
layer / vias up / global-route usage [%] / routed length, µm
met4: 0 / 0.783 / 27
met3: 2 / 1.79 / 185
met2: 34 / 15.3 / 2300
met5: - / 0 / 0
met1: 1058 / 15.9 / 2960
li1: 1224 / - / -
[how the worst min path moves through the flow]
| stage | slack (ns) | end | depth (start not counted) |
|---|---|---|---|
| finish | 0.44 | iD.f_key[0] | 1 |
| CTS | 0.45 | iD.f_key[0] | 1 |
| global route | 0.47 | iD.f_key[0] | 1 |
[power by group through the flow]
stage | Sequential [mW] | Combinational (mW) | Clock (mW)
after CTS | 1.23 | 1.10 | 0.394
after global routing | 1.26 | 1.26 | 0.423
final | 1.23 | 1.09 | 0.376
[repair_timing]
action,in CTS,in global routing
resized,0,2
buffers inserted,0,0
setup endpoints to repair,0,1
Power figures rest on the tool's default switching activity, not on a simulated workload.
