$ cat /design/flow/constraint.sdc
current_design uart_connector

set clk_period 3.9
set clk_io_pct 0.2

create_clock -name clk0 -period $clk_period [get_ports {clk}]

set non_clock_inputs [all_inputs -no_clocks]
set_input_delay [expr $clk_period * $clk_io_pct] -clock clk0 $non_clock_inputs
set_output_delay [expr $clk_period * $clk_io_pct] -clock clk0 [all_outputs]
$ cat /design/flow/design.v
module uart_buffer_avalon(
	input clk,
	input rst,
	input avm_m_write,
	input avm_m_read,
	input[15:0] avm_m_address,
	input[31:0] avm_m_writedata,
	output reg f_avm_m_write,
	output reg f_avm_m_read,
	output reg[15:0] f_avm_m_address,
	output reg[31:0] f_avm_m_writedata,
	input b_clear
);
reg clear = 0;
always@(posedge clk or posedge rst)begin
	if(rst) clear <= 0;
	else clear <= b_clear;
end
reg n_avm_m_write;
reg n_avm_m_read;
reg[15:0] n_avm_m_address;
reg[31:0] n_avm_m_writedata;
always@(posedge clk or posedge rst)begin
	if(rst) begin
		f_avm_m_write <= 0;
		f_avm_m_read <= 0;
		f_avm_m_address <= 0;
		f_avm_m_writedata <= 0;
	end
	else begin
		f_avm_m_write <= n_avm_m_write;
		f_avm_m_read <= n_avm_m_read;
		f_avm_m_address <= n_avm_m_address;
		f_avm_m_writedata <= n_avm_m_writedata;
	end
end
always@(*)begin
	n_avm_m_write = f_avm_m_write;
	n_avm_m_read = f_avm_m_read;
	n_avm_m_address = f_avm_m_address;
	n_avm_m_writedata = f_avm_m_writedata;
	if(avm_m_write)begin
		n_avm_m_write = 1;
		n_avm_m_read = 0;
		n_avm_m_address = avm_m_address;
		n_avm_m_writedata = avm_m_writedata;
	end
	if(avm_m_read)begin
		n_avm_m_write = 0;
		n_avm_m_read = 1;
		n_avm_m_address = avm_m_address;
		n_avm_m_writedata = 0;
	end
	if(clear)begin
		n_avm_m_write = 0;
		n_avm_m_read = 0;
		n_avm_m_address = 0;
		n_avm_m_writedata = 0;
	end
end
endmodule
module uart_uart_avalon_waitrequest(
	input f_avm_m_write,
	input f_avm_m_read,
	input avm_m_write,
	input avm_m_read,
	output reg avm_m_waitrequest
);
always@(*)begin
	avm_m_waitrequest = 0;
	if(f_avm_m_write || f_avm_m_read || avm_m_write || avm_m_read) avm_m_waitrequest = 1;
end
endmodule
module uart_connector(
	input clk,
	input rst,
	output reg avm_m1_write,
	output reg avm_m1_read,
	input avm_m1_waitrequest,
	input avm_m1_readdatavalid,
	output reg[15:0] avm_m1_address,
	output reg[31:0] avm_m1_writedata,
	input [31:0] avm_m1_readdata,
	input avm_m2_write,
	input avm_m2_read,
	output avm_m2_waitrequest,
	output reg avm_m2_readdatavalid,
	input[15:0] avm_m2_address,
	input[31:0] avm_m2_writedata,
	output reg[31:0] avm_m2_readdata,	
	input avm_m3_write,
	input avm_m3_read,
	output avm_m3_waitrequest,
	output reg avm_m3_readdatavalid,
	input[15:0] avm_m3_address,
	input[31:0] avm_m3_writedata,
	output reg[31:0] avm_m3_readdata
);
localparam WAITFORONE = 0;
localparam SENDDATAONE = 1;
localparam WAITFORTWO = 2;
localparam SENDDATATWO = 3;
reg b_clear2 = 0;
reg b_clear1 = 0;
wire f_avm_m2_write;
wire f_avm_m2_read;
wire[15:0] f_avm_m2_address;
wire[31:0] f_avm_m2_writedata;
wire f_avm_m3_write;
wire f_avm_m3_read;
wire[15:0] f_avm_m3_address;
wire[31:0] f_avm_m3_writedata;
uart_buffer_avalon b1(.clk(clk),
							 .rst(rst),
							 .avm_m_write(avm_m2_write),
							 .avm_m_read(avm_m2_read),
						  	 .avm_m_address(avm_m2_address),
							 .avm_m_writedata(avm_m2_writedata),
							 .f_avm_m_write(f_avm_m2_write),
							 .f_avm_m_read(f_avm_m2_read),
							 .f_avm_m_address(f_avm_m2_address),
							 .f_avm_m_writedata(f_avm_m2_writedata),
							 .b_clear(b_clear1)
);
uart_buffer_avalon b2(.clk(clk),
							 .rst(rst),
							 .avm_m_write(avm_m3_write),
							 .avm_m_read(avm_m3_read),
						  	 .avm_m_address(avm_m3_address),
							 .avm_m_writedata(avm_m3_writedata),
							 .f_avm_m_write(f_avm_m3_write),
							 .f_avm_m_read(f_avm_m3_read),
							 .f_avm_m_address(f_avm_m3_address),
							 .f_avm_m_writedata(f_avm_m3_writedata),
							 .b_clear(b_clear2)
);
uart_uart_avalon_waitrequest uuaw1(.f_avm_m_write(f_avm_m2_write),
											 .f_avm_m_read(f_avm_m2_read),
											 .avm_m_write(avm_m2_write),
											 .avm_m_read(avm_m2_read),
											 .avm_m_waitrequest(avm_m2_waitrequest)
);
uart_uart_avalon_waitrequest uuaw2(.f_avm_m_write(f_avm_m3_write),
											 .f_avm_m_read(f_avm_m3_read),
											 .avm_m_write(avm_m3_write),
											 .avm_m_read(avm_m3_read),
											 .avm_m_waitrequest(avm_m3_waitrequest)
);
reg[1:0] f_status;
reg[1:0] n_status;
reg[31:0] f_avm_m2_readdata;
reg[31:0] n_avm_m2_readdata;
reg[31:0] f_avm_m3_readdata;
reg[31:0] n_avm_m3_readdata;
always@(posedge clk or posedge rst)begin
	if(rst) f_avm_m2_readdata <= 0;
	else f_avm_m2_readdata <= n_avm_m2_readdata;
end
always@(posedge clk or posedge rst)begin
	if(rst) f_avm_m3_readdata <= 0;
	else f_avm_m3_readdata <= n_avm_m3_readdata;
end
always@(posedge clk or posedge rst)
	if(rst) f_status <= 0;
	else f_status <= n_status;
always@(*)begin
	n_status = f_status;
	case(f_status)
		WAITFORONE:	if(f_avm_m2_write) begin
							if(~avm_m1_waitrequest) n_status = WAITFORTWO;
							else n_status = WAITFORONE;
						end
						else if(f_avm_m2_read) begin
							if(avm_m1_readdatavalid) n_status = SENDDATAONE;
							else n_status = WAITFORONE;
						end
						else n_status = WAITFORTWO;
		SENDDATAONE: n_status = WAITFORTWO;
		WAITFORTWO: if(f_avm_m3_write) begin
							if(~avm_m1_waitrequest) n_status = WAITFORONE;
							else n_status = WAITFORTWO;
						end
						else if(f_avm_m3_read) begin
							if(avm_m1_readdatavalid) n_status = SENDDATATWO;
							else n_status = WAITFORTWO;
						end
						else n_status = WAITFORONE;
		SENDDATATWO: n_status = WAITFORONE;
		default:;
	endcase
end
reg 		 avm_m11_write = 0;
reg 		 avm_m11_read = 0;
reg[15:0] avm_m11_address = 0;
reg[31:0] avm_m11_writedata = 0;
reg 		 avm_m12_write = 0;
reg 		 avm_m12_read = 0;
reg[15:0] avm_m12_address = 0;
reg[31:0] avm_m12_writedata = 0;
always@(*)begin
	avm_m11_write = 0;
	avm_m11_read = 0;
	avm_m11_address = 0;
	avm_m11_writedata = 0;
	avm_m2_readdatavalid = 0;
	avm_m2_readdata = 0;
	n_avm_m2_readdata = f_avm_m2_readdata;
	b_clear1 = 0;
	case(f_status)
		WAITFORONE: begin
			if(f_avm_m2_write) begin
				avm_m11_write = 1;
				avm_m11_read = 0;
				avm_m11_address = f_avm_m2_address;
				avm_m11_writedata = f_avm_m2_writedata;
				if(~avm_m1_waitrequest) begin;
					b_clear1 = 1;
					n_avm_m2_readdata = 0;
				end
			end else if(f_avm_m2_read) begin
				avm_m11_write = 0;
				avm_m11_read = 1;
				avm_m11_address = f_avm_m2_address;
				avm_m11_writedata = 0;
				if(avm_m1_readdatavalid) begin
					b_clear1 = 1;
					n_avm_m2_readdata = avm_m1_readdata;
				end
			end
		end
		SENDDATAONE: begin
			avm_m2_readdatavalid = 1;
			avm_m2_readdata = f_avm_m2_readdata;
		end
		default:;
	endcase
end
always@(*)begin
	avm_m12_write = 0;
	avm_m12_read = 0;
	avm_m12_address = 0;
	avm_m12_writedata = 0;
	avm_m3_readdatavalid = 0;
	avm_m3_readdata = 0;
	n_avm_m3_readdata = f_avm_m3_readdata;
	b_clear2 = 0;
	case(f_status)
		WAITFORTWO: begin
			if(f_avm_m3_write) begin
				avm_m12_write = 1;
				avm_m12_read = 0;
				avm_m12_address = f_avm_m3_address;
				avm_m12_writedata = f_avm_m3_writedata;
				if(~avm_m1_waitrequest) begin
					b_clear2 = 1;
					n_avm_m3_readdata = 0;
				end
			end else if(f_avm_m3_read) begin
				avm_m12_write = 0;
				avm_m12_read = 1;
				avm_m12_address = f_avm_m3_address;
				avm_m12_writedata = 0;
				if(avm_m1_readdatavalid) begin
					b_clear2 = 1;
					n_avm_m3_readdata = avm_m1_readdata;
				end
			end
		end 
		SENDDATATWO: begin
			avm_m3_readdatavalid = 1;
			avm_m3_readdata = f_avm_m3_readdata;
		end
		default:;
	endcase
end
always@(*)begin
	avm_m1_write <= avm_m11_write | avm_m12_write;
	avm_m1_read <= avm_m11_read | avm_m12_read;
	avm_m1_address <= avm_m11_address | avm_m12_address;
	avm_m1_writedata <= avm_m11_writedata | avm_m12_writedata;
end
endmodule
$ cat /design/flow/config.mk
export PLATFORM = sky130hd
export DESIGN_NAME = uart_connector
export DESIGN_NICKNAME = uart_connector
export VERILOG_FILES = /design/flow/design.v
export SDC_FILE = /design/flow/constraint.sdc
export NUM_CORES = 4
export LEC_CHECK = 1
export CORE_UTILIZATION = 50
$ cat /design/flow/run.sh
#!/bin/bash
# OpenROAD 26Q1-2900-gdf79404cd8, Yosys 0.63+post, stock flow scripts
make -C /OpenROAD-flow-scripts/flow DESIGN_CONFIG=/design/flow/config.mk WORK_HOME=/design/flow/orfs finish
==> run_results.csv <==
group,metric,value,unit
run_status,status,"completed",
place,portBuffers,253,
clock_network,cts-buffers-inserted,17,
floorplan,chip_area,14790,µm²
routing,met3_length,2021,µm
clock_network,insertion_delay,0.42,ns
place,hpwl,12450,µm
power_and_ir_drop,powerDensity,524.7,nW/µm²
sta,setup_violations,0,
sta,final_max_slew_viol_count,0,
logic_synthesis,synth_cells,604,
clock_network,clockRootBuffer,"clkbuf_16",
routing,postRouteAntennaNets,0,
clock_network,tritoncts,"built",
place,dp.cells,1001,
floorplan,die-width,121.6,µm
logic_synthesis,yosys_warnings,3,
floorplan,ios,254,
floorplan,rows,43,
cells_and_area,drive_gt1_share,6.917,%
sta,period_used_share,86.09,%
clock_network,cts.path.max_buffers,2,
cells_and_area,design_area,10470,µm²
sta,clock.fmax,0.2978,GHz
sta,fin_ws,0.5425,ns
clock_network,cts_resized,0,
logic_synthesis,ys.flops,170,
floorplan,core,13930,µm²
place,placed_area,9822,µm²
logic_synthesis,synth-seq-area-share,59.47,%
setup_path,regToRegSetupSlack,1.91,ns
clock_network,cts_hold_buffers,0,
routing,routed_via_density,5.673,
grt,grt_max_degree,134,
sta,hold_viol,0,
sta,worst_slew_pin_slew,0.8624,ns
clock_network,postCtsSetupRepairBufs,0,
routing,routed-wl-met2,8853,µm
setup_path,crit_path_end_kind,"output pin",
routing,diodes,0,
clock_network,clkSinkCount,170,
cells_and_area,area_delta_synth_final,46.34,%
grt,grt_pass1_vias,5957,
place,dpl_worst_slack,0.5443,ns
sta,tns,0,ns
power_and_ir_drop,leakagePower,0.004707,µW
grt,grt_overflow,0,
sta,fin_skew,0.005640,ns
sta,max-slew-margin-rel,42.50,%
grt,grt_pass1_wl,31360,µm
setup_path,required,3.12,ns
routing,drc,0,
routing,drt-met1-wl,8518,µm
setup_path,start_kind,"primary input",
routing,vias,5860,
setup_path,cp_data_arrival_time,2.58,ns
logic_synthesis,synth-area-yosys,7156,µm²
floorplan,die_y,121.6,µm
logic_synthesis,ys_cells,604,
logic_synthesis,syn_area,7156,µm²
logic_synthesis,syn_avg_cell_area,11.85,µm²
clock_network,htree_levels,4,
grt,grt_use_total,28.77,%
run,drv_cap,0,
logic_synthesis,synth_cell_types,25,
routing,routed.top_layer,"met4",
clock_network,clk_pin_slew,0.06,ns
routing,wirelength,19780,µm
routing,drt_iter0_drc,440,
grt,antenna_found_initial,0,
sta,rsz0062_at_grt,"false",
setup_path,crit_fanout,17,
cells_and_area,nFillCells,914,
routing,drt-pass1-iter-count,4,
cells_and_area,fin_cells,1033,
place,gp_congestion,0.8470,
worst_hold_path,hp-class,"register to register",
power_and_ir_drop,ir_drop,383.7,µV
floorplan,fp_util,51.35,%
run,log.warning_count,28,
setup_path,critPathKind,"primary input to output pin",
routing,wl_per_cell,19.15,µm
sta,finalCriticalPeriod,3.358,ns
[per-stage QoR]
stage | utilization [%] | hold WS [ns] | power, µW
floorplan | - | 0.4577 | 3107
global placement | 70.49 | 0.4749 | 3650
detailed placement | 70.49 | 0.4733 | 3672
CTS | 75.15 | 0.4962 | 5537
global route | 75.15 | 0.5102 | 5780
finish | 75.15 | 0.4935 | 5494
[cells in the final DEF, fill, tap and decap left out, drive strengths merged]
master	Yosys	routed
dfrtp	169	169
buf	40	17
nand2	67	67
nor3	6	6
or3	1	1
o21a	1	1
nor2b	2	2
nor2	7	7
o211ai	2	2
o21ai	1	1
nand3b	2	2
and4b	2	2
bufinv	0	5
dfstp	1	1
clkinv	0	4
and2	66	66
inv	6	6
clkbuf	13	18
a21oi	38	38
clkdlybuf4s50	0	253
a22o	176	176
clkinvlp	0	5
or2	3	3
mux2i	1	1
[worst paths after layout]
path                                        from                    end  cells past startpoint
setup / recovery                     avm_m3_read     avm_m3_waitrequest                      4
hold / removal             f_avm_m2_readdata[23]  f_avm_m2_readdata[23]                      1
setup reg to reg                     f_status[0]   f_avm_m2_readdata[4]                      4
hold reg to reg            f_avm_m2_readdata[23]  f_avm_m2_readdata[23]                      1
max in group asynchronous                    rst  b1.f_avm_m_address[0]                      3
min in group asynchronous                    rst  f_avm_m2_readdata[23]                      3
[report_power, final]
| group | total (µW) | leakage [µW] | internal, µW | switching (µW) |
|---|---|---|---|---|
| Clock | 1830 | 0.000303 | 1140 | 691 |
| Combinational | 1190 | 0.00220 | 710 | 476 |
| Sequential | 2480 | 0.00220 | 2210 | 272 |
[cell type report]
cell class	instances	area, µm²	share of cell area [%]
clock inverter	14	220.2	2.103
inverter	6	26.28	0.2509
timing repair buffer	270	2698	25.76
tap	180	225.2	2.151
sequential	170	4255	40.64
clock buffer	18	429.2	4.098
multi-input combinational	375	2618	25.00
[worst max-delay path, cell delays in order]
cell and delay, ns:
clkdlybuf4s50_1 0.53, or2_2 0.50, or3_1 0.36, clkdlybuf4s50_1 0.41
[state kept, by name (all words and copies together), names as in the netlist]
| name | flops |
|---|---|
| b1.f_avm_m_write | 1 |
| b1.clear | 1 |
| b2.f_avm_m_writedata | 32 |
| b2.f_avm_m_write | 1 |
| f_avm_m3_readdata | 32 |
| b1.f_avm_m_writedata | 32 |
| f_avm_m2_readdata | 32 |
| f_status | 4 |
| b2.f_avm_m_read | 1 |
| b2.clear | 1 |
| b1.f_avm_m_address | 16 |
| b2.f_avm_m_address | 16 |
| b1.f_avm_m_read | 1 |
[logic make-up after synthesis]
| logic type | count (synthesis) | share of synthesized area (%) |
|---|---|---|
| AOI/OAI and AO/OA | 218 | 24.90 |
| DFF | 170 | 59.47 |
| and+or+nand+nor | 156 | 11.23 |
| buffers and inverters | 59 | 4.266 |
| muxes | 1 | 0.1399 |
[cell usage after synthesis (all sizes together)]
cell    count  area [µm²]
a22o      176        1541
dfrtp     169        4229
nand2      67       251.5
and2       66       412.9
buf        40       232.7
a21oi      38       212.7
clkbuf     13       50.04
nor2        7       26.28
inv         6       22.52
nor3        6       40.04
or2         3       18.77
and4b       2       20.02
nand3b      2       15.01
nor2b       2       12.51
o211ai      2       15.01
dfstp       1       26.28
mux2i       1       10.01
o21a        1       7.510
o21ai       1       5.000
or3         1       6.260
[layer usage]
layer | track usage, % | vias up
met1 | 46.07 | 2885
met5 | 0 | -
met3 | 9.924 | 23
met2 | 40.77 | 273
li1 | - | 2679
met4 | 5.556 | 0
Power is estimated from default activity; no workload was simulated.
